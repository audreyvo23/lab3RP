### ./run.sh
#!/bin/bash
# OpenROAD 26Q1-2900-gdf79404cd8, Yosys 0.63+post, stock flow scripts
make -C /OpenROAD-flow-scripts/flow DESIGN_CONFIG=/design/flow/config.mk WORK_HOME=/design/flow/orfs finish
### ./config.mk
export PLATFORM = sky130hd
export DESIGN_NAME = debounce
export DESIGN_NICKNAME = debounce
export VERILOG_FILES = /design/flow/design.v
export SDC_FILE = /design/flow/constraint.sdc
export NUM_CORES = 4
export LEC_CHECK = 1
export CORE_AREA = 10 10 90 90
export DIE_AREA = 0 0 100 100
### ./constraint.sdc
current_design debounce

set clk_period 3.2
set clk_io_pct 0.2

create_clock -name clk0 -period $clk_period [get_ports {clk}]

set non_clock_inputs [all_inputs -no_clocks]
set_input_delay [expr $clk_period * $clk_io_pct] -clock clk0 $non_clock_inputs
set_output_delay [expr $clk_period * $clk_io_pct] -clock clk0 [all_outputs]
### ./design.v
module debounce(input logic clk,
	input logic [7:0] keypad_val,
	input logic button_on, en_ks,
	output logic [7:0] no_bounce_keypad,
	output logic [24:0] counter);
	logic [24:0] encounter = 0;
	logic real_en;
	always_ff @(posedge clk)
		if(button_on) begin
			if(counter > 50) begin 
				counter <= counter;
				encounter <= encounter +1;
				no_bounce_keypad <= keypad_val;
					if(encounter == 51) real_en <= 1;
					else real_en <= 0;
			end
			else begin 
				counter <= counter + 1;
				encounter <= encounter + 1;
				no_bounce_keypad <= 0;
				real_en <= 0;
			end
		end 
		else begin counter <= 0;
			real_en <= 0;
			encounter <= 0;
		end
endmodule
==> flow_summary.json <==
{
  "async_reset_ff_frac": 0,
  "slew_headroom": 0.779,
  "first_pass_iters": 4,
  "cts_tree": "built",
  "top_area_frac": 0.421,
  "finalPower_w": 0.000768,
  "drc": 0,
  "ys_sh_xor": 0,
  "port-buffer-count": 42,
  "worst-path-buf-inv": 1,
  "clkTransAtPathRegs_ns": 0.06,
  "rows": 29,
  "grt-ovfl-total": 0,
  "syn_avg_cell_area_um2": 12.0,
  "fillers": 653,
  "hold_viol": 0,
  "cts-buffers-inserted": 5,
  "antenna_found_initial": 0,
  "routed_via_density": 3.91,
  "cts_hold_buf": 0,
  "crit_path_end_kind": "primary output",
  "fmax_ghz": 0.539,
  "finClkSkew_ns": 0.00311,
  "grt_setup_unrepaired": "no",
  "top_logic_kind": "simple AND/OR/NAND/NOR gates",
  "cts_max_level": 2,
  "critPathKind": "reg -> out",
  "finalSetupViolCount": 0,
  "dp.final_hpwl_um": 2090,
  "dieArea_mm2": 0.0100,
  "timing.setup.tns_ns": 0,
  "yosysWarnings": 1,
  "max_slew.worst_pin.slew_ns": 0.329,
  "core_mm2": 0.00628,
  "slowest_delay_ns": 0.51,
  "clockBufferDepth": 2,
  "ir_worst_vdd_mv": 0.236,
  "synth_flops": 33,
  "crit_family": "buffers and inverters",
  "ant_nets": 0,
  "initialDrtViolationCount": 20,
  "maxCapViolations": 0,
  "slew_violations": 0,
  "synthAdderAreaFrac": 0.0211,
  "clockRootBuffer": "clkbuf_8",
  "dieWidth_um": 100,
  "synth.cellmix.compoundShare": 0.0590,
  "crit_chain": "clkdlybuf4s50_1",
  "synthDistinctLibCells": 27,
  "initCoreUtil": 0.189,
  "path_max_fanout": 7,
  "postSynthSeqShare": 0.624,
  "cp_slowest_cell": "clkdlybuf4s50_1",
  "post-route-period-util": 0.579,
  "ys_sh_mux": 0.00843,
  "cts_sinks": 33,
  "post_drt_wl_per_cell_um": 12.5,
  "gp_congestion": 0.799,
  "top_area_cell": "dfxtp_1",
  "powerDensity_mw_per_mm2": 430,
  "worstPathArrival_ns": 1.21,
  "cp-start-kind": "flip-flop",
  "grt_max_degree": 34,
  "die_h_um": 100,
  "syn_area_mm2": 0.00119,
  "top_layer": "met4",
  "cts_setup_buffers": 0,
  "yosys_area_mm2": 0.00119,
  "syn2layout_area_growth_pct": 50.5,
  "cts_resized": 0,
  "edf_count": 8,
  "via_count": 880,
  "synth_stat.cells": 99,
  "required_ns": 2.56,
  "dr_wl_met3_um": 420,
  "syn-instance-count": 99,
  "topCellsByArea": "dfxtp_1 42%, edfxtp_1 20%, and2_1 10%",
  "diodes": 0,
  "synth_top_flop_cell": "dfxtp_1",
  "wl_met2_um": 1170,
  "clock_latency_ns": 0.27,
  "io_pins": 44,
  "status": "finished clean",
  "worstHoldPathType": "reg -> reg",
  "grt_pass1_vias": 942,
  "drt_wl_total_um": 2820,
  "layout_min_cycle_time_ns": 1.85,
  "grt_pass1_wl_um": 4690,
  "p_leak_nw": 0.661,
  "simple_gate_area_frac": 0.268,
  "drive_above_1_share": 0.0811,
  "gr-usage-all-layers": 0.0584,
  "met1Wirelength_um": 1200,
  "tool_warnings": 27
}
[through the flow]
stage                     hold slack (ns)   util  area [µm²]  setup WS [ns]  cells
final                               0.499  0.285        1790           1.35    225
after global routing                0.519  0.285        1790           1.28    225
after CTS                           0.502  0.285        1790           1.31    225
after detailed placement            0.493  0.272        1710           1.26    217
after global placement              0.488  0.272        1710           1.26    217
after floorplan                     0.445      -        1190           1.53     99
[cell usage after synthesis, types with 2 or more instances]
library cell  number
nor3_1             3
or4_1              2
edfxtp_1           8
nor4_2             4
nor2b_1            9
dfxtp_1           25
ha_1               2
clkbuf_1           2
and2_1            19
nand4_1            2
nand2_1            5
inv_1              3
[routing by layer]
layer  track usage  vias up
li1              -      445
met1        0.0700      396
met2        0.0856       34
met3        0.0423        5
met4       0.00761        0
met5             0        -
[placed cells by master (no fill, tap or decap), types with 2 or more instances in the layout]
cell             count
and2_1              19
buf_4                2
clkbuf_1             3
clkbuf_8             5
clkdlybuf4s50_1     42
dfxtp_1             25
edfxtp_1             8
ha_1                 2
inv_1                3
nand2_1              5
nand4_1              2
nor2b_1              9
nor3_1               3
nor4_2               4
or4_1                2
[cell type report]
class / instances / area [µm²] / area share
clock buffer: 8 / 80.1 / 0.0448
inverter: 3 / 11.3 / 0.00630
timing repair buffer: 44 / 435 / 0.244
multi-input combinational: 60 / 423 / 0.237
sequential: 33 / 741 / 0.415
tap: 77 / 96.3 / 0.0539
[state kept, by name (all words and copies together), names as in the netlist]
signal	cells
counter	25
no_bounce_keypad	8
[worst paths after layout]
| path | depth (start not counted) | from | to | slack, ns |
|---|---|---|---|---|
| setup / recovery | 1 | counter[2]$_SDFFE_PN0P_ | counter[2] | 1.35 |
| hold / removal | 1 | counter[7]$_SDFFE_PN0P_ | counter[7]$_SDFFE_PN0P_ | 0.50 |
| setup reg to reg | 7 | counter[0]$_SDFFE_PN0P_ | no_bounce_keypad[2]$_SDFFCE_PP0P_ | 1.44 |
| hold reg to reg | 1 | counter[7]$_SDFFE_PN0P_ | counter[7]$_SDFFE_PN0P_ | 0.50 |
[where the power goes]
part           internal (W)  switching [W]   total, W
Sequential         0.000433     0.00000525   0.000438
Clock              0.000154       0.000136   0.000290
Combinational     0.0000263      0.0000137  0.0000400
Total              0.000613       0.000154   0.000768
[cells by family after synthesis]
logic type                 Yosys count
AOI/OAI and AO/OA                    9
adders and majority gates            2
buffers and inverters                6
DFF                                 33
muxes                                1
and+or+nand+nor                     48
Power and IR drop assume default switching activity.
