==> ./design.v <==
module keypad_scanner (input logic clk, reset, C0, C1, C2, C3,
		output logic [7:0] keypad_val,
		output logic button_on,
		output logic en,
		output logic row0, row1, row2, row3,
		output logic [24:0] counter2
		);
	assign button_on = C0 | C1 | C2 | C3;
	enum int {S0, S1, S2, S3, S4, S5, S6, S7, S8, S9, S10, S11} state, nextstate;
	always_ff @(posedge clk) begin
		if (reset)  state <= S0;
		else        state <= nextstate;
		if (button_on) counter2 <= counter2 +1;
		else counter2 <= 0;
	end
	always_comb
		case (state)
		S0: if(button_on) nextstate = S10;
		    else nextstate = S1;
		S1: if(button_on) nextstate = S4;
		    else nextstate = S2;
		S2: if(button_on) nextstate = S6;
		    else nextstate = S3;
		S3: if(button_on) nextstate = S8;
		    else nextstate = S0;
		S4: if(button_on) nextstate = S5;
		    else nextstate = S1;
		S5: if(button_on) nextstate = S5;
		    else nextstate = S1;
		S6: if(button_on) nextstate = S7;
		    else nextstate = S2;
		S7: if(button_on) nextstate = S7;
		    else nextstate = S2;
		S8: if(button_on) nextstate = S9;
		    else nextstate = S3;
		S9: if(button_on) nextstate = S9;
		    else nextstate = S3;
		S10: if(button_on) nextstate = S11;
		    else nextstate = S0;
		S11: if(button_on) nextstate = S11;
		    else nextstate = S0;
		default: nextstate = S0;
		endcase
	assign row0 = (state == S0) || (state == S10) || (state == S11) || (state == S4) || (state == S5) || (state == S6) || (state == S7) || (state == S8) || (state == S9);
	assign row1 = (state == S4) || (state == S1) || (state == S5) || (state == S10) || (state == S11) || (state == S6) || (state == S7) || (state == S8) || (state == S9);
	assign row2 = (state == S6) || (state == S2) || (state == S7) || (state == S4) || (state == S5) || (state == S10) || (state == S11) || (state == S8) || (state == S9);
	assign row3 = (state == S9) || (state == S8) || (state == S3) || (state == S4) || (state == S5) || (state == S6) || (state == S7) || (state == S10) || (state == S11);
	assign R0 = (state == S0) || (state == S10) || (state == S11);
	assign R1 = (state == S4) || (state == S1) || (state == S5);
	assign R2 = (state == S6) || (state == S2) || (state == S7);
	assign R3 = (state == S9) || (state == S8) || (state == S3);
	assign en = (state == S6) || (state == S8) || (state == S10) || (state == S4);
	assign keypad_val = {R0, R1, R2, R3, C0, C1, C2, C3}; 
endmodule
==> ./run.sh <==
#!/bin/bash
# OpenROAD 26Q1-2900-gdf79404cd8, Yosys 0.63+post, stock flow scripts
make -C /OpenROAD-flow-scripts/flow DESIGN_CONFIG=/design/flow/config.mk WORK_HOME=/design/flow/orfs finish
==> ./config.mk <==
export PLATFORM = sky130hd
export DESIGN_NAME = keypad_scanner
export DESIGN_NICKNAME = keypad_scanner
export VERILOG_FILES = /design/flow/design.v
export SDC_FILE = /design/flow/constraint.sdc
export NUM_CORES = 4
export LEC_CHECK = 1
export CORE_AREA = 10 10 99 99
export DIE_AREA = 0 0 109 109
==> ./constraint.sdc <==
current_design keypad_scanner

set clk_period 3.3
set clk_io_pct 0.2

create_clock -name clk0 -period $clk_period [get_ports {clk}]

set non_clock_inputs [all_inputs -no_clocks]
set_input_delay [expr $clk_period * $clk_io_pct] -clock clk0 $non_clock_inputs
set_output_delay [expr $clk_period * $clk_io_pct] -clock clk0 [all_outputs]
==> summary.txt <==
fresh numbers from the pnr run: fraction of layout instances using a drive strength above 1=roughly 8.4%, cell count after placement=approximately 320, number of synthesized register bits=37, Max Fclk=about 350 MHz, setup skew after layout=~0.014 ns, number of clock sinks=37, number of logic stages on the critical path including buffering=5, Critical Path Slowest Stage Cell=sky130_fd_sc_hd__or4_4, First-pass DRT Iterations=4, switching share of power=between 20% and 30%, clock edge transition at the registers on the reported setup and hold paths=roughly 0.080 ns, Hold WS=between 0.4 and 0.5 ns, Log Warnings=25, global-route total usage across every layer=around 7.0%, Design Power=approximately 1.2 mW, transition time at the pin with the least slew margin=0.369 ns, NetSw=0.310 mW, library cell used as clock root buffer=sky130_fd_sc_hd__clkbuf_8, number of antenna cells inserted=0, post-synthesis instance area=1640 um^2, Netlist cell types=31, Max IR drop VDD=171 uV, count of maximum capacitance violations=0, Final Hold Vio Count=0, final cell count without fillers=about 330, final core utilization=about 29%, kind of start point of the critical path=flop, final critical delay including setup and external delays=2.83 ns, library cell with the largest summed area after synthesis=sky130_fd_sc_hd__dfxtp_1, share of Yosys cell area claimed by the top area cell type=between 40% and 50%, wire length per cell=around 13 um, Combinational Power Share=about a fifth, worst slew margin relative to its limit=75.3%, type of destination of the critical path=primary output, RSZ-0062 raised after global routing=false, critical path arrival=2.17 ns, chip area estimate from yosys synthesis=approximately 1600 um^2, Num CTS Buffers=5, number of enable flip-flop cells=0, placement-stage cell area=approximately 2100 um^2, standard-cell rows=32, largest cells by area after synthesis=sky130_fd_sc_hd__dfxtp_1 45%, sky130_fd_sc_hd__nor2_1 4.6%, sky130_fd_sc_hd__or3_1 4.6%, Max FO, Critical Path=6, Worst Setup Path Type=flop to primary output, level count of the clock H-tree=2, number of design rule violations left after detail routing=0, IO buf count=44, vias in the first global route=around 1300, Flop pwr share=between 40 and 50%, CP cell instances=or4_4 > nor3_1 > nand2_1 > or2_2 > clkdlybuf4s50_1, P per Cell Area=around 530 nW/um^2, r2r worst-path depth=4, Tcrit/Tclk final=85.7%, worst setup timing slack at the placement stage=0.666 ns, FF+latch area=~740 um^2, status=completed, post-route worst setup slack=around 0.47 ns, count of final max-slew check failures=0, Cells on Worst Hold Path=2, post-synthesis async set-or-reset flop share=0%, effective utilization at floorplan=around a fifth, post-synthesis sequential area ratio=45.1%, Req. time, crit path=roughly 2.6 ns, Max clock buf depth=2, first-pass GRT wire length=just under 7000 um, area growth from synthesis to final layout=37.7%, residual overflow from global routing=0, CTS tree=yes, number of buffers and inverters on the critical path=1, number of I/O pins=~45, Die Height=109 um, total die size=roughly 12000 um^2, crit-path leading delay family=simple AND/OR/NAND/NOR gates, placed wire-length estimate after detailed placement=about 3200 um, post_cts resized=0, Clk network pwr share=about 34%, pin count of the biggest net entering global routing=28, cells in synth_stat.txt=183, setup bufs post-CTS=0, gate count after technology mapping=between 150 and 200, final setup violating endpoints=0, count of warnings emitted by yosys=5, class of the tightest hold or removal check=flop to flop, final total negative setup slack=0 ns, global placer's final weighted congestion=between 0.8 and 0.9, Fillers=between 800 and 900, area of the multi-input gates=~820 um^2, Internal=just under 0.9 mW, initial drt markers=approximately 85, clock latency reported for the late side of the worst-skew pair=about 0.29 ns, leakage dissipation=0.824 nW, crit-path max cell delay=approximately 0.57 ns, Vias=about 1500, area of the core region=about 7700 um^2, total non-filler cell area in the finished layout=2260 um^2, total wirelength of the detailed-routed design=roughly 4300 um, initial antenna violation count=0, Post-Synthesis Mean Instance Area=8.98 um^2, per-cell via count in the routed design=about 4.5, dominant register cell=sky130_fd_sc_hd__dfxtp_1, residual antenna-violating net count after detailed routing=0, die outline width=109 um, hold_buf cts=0
-- power groups by stage --
stage	combinational, mW	sequential (mW)	clock [mW]
final	0.222	0.565	0.411
after global routing	0.253	0.577	0.435
after CTS	0.230	0.566	0.417
-- area by class of cell --
class                           instances  area share (%)
Clock buffer                            6            3.65
Multi-Input combinational cell        133            36.2
Tap cell                              102            5.64
Inverter                                2           0.331
Sequential cell                        37            32.7
Timing Repair Buffer                   45            19.8
Clock inverter                          2            1.66
-- synthesized netlist by cell type (5+ instances only) --
master	count
sky130_fd_sc_hd__a21oi_1	12
sky130_fd_sc_hd__and2_1	8
sky130_fd_sc_hd__and4_1	6
sky130_fd_sc_hd__buf_4	9
sky130_fd_sc_hd__dfxtp_1	37
sky130_fd_sc_hd__nand2_1	9
sky130_fd_sc_hd__nand3_1	7
sky130_fd_sc_hd__nand4_1	6
sky130_fd_sc_hd__nor2_1	20
sky130_fd_sc_hd__o21ai_0	10
sky130_fd_sc_hd__or3_1	12
sky130_fd_sc_hd__xnor2_1	6
sky130_fd_sc_hd__xor2_1	5
-- cell usage in the layout, fill, tap and decap left out, types with 2 or more instances in the layout --
cell	synthesis	routed
sky130_fd_sc_hd__a21oi_1	12	12
sky130_fd_sc_hd__nand4_2	2	2
sky130_fd_sc_hd__nor2_1	20	20
sky130_fd_sc_hd__inv_1	2	2
sky130_fd_sc_hd__or3_1	12	12
sky130_fd_sc_hd__or2_2	4	4
sky130_fd_sc_hd__and3_1	4	4
sky130_fd_sc_hd__clkdlybuf4s50_1	0	44
sky130_fd_sc_hd__xor2_1	5	5
sky130_fd_sc_hd__nor3_1	4	4
sky130_fd_sc_hd__clkbuf_8	0	6
sky130_fd_sc_hd__o21a_1	3	3
sky130_fd_sc_hd__nand2_1	9	9
sky130_fd_sc_hd__o21ai_0	10	10
sky130_fd_sc_hd__nor4_1	2	2
sky130_fd_sc_hd__dfxtp_1	37	37
sky130_fd_sc_hd__or4_1	3	3
sky130_fd_sc_hd__and4_1	6	6
sky130_fd_sc_hd__xnor2_1	6	6
sky130_fd_sc_hd__nand3_1	7	7
sky130_fd_sc_hd__and2_1	8	8
sky130_fd_sc_hd__nand4_1	6	6
sky130_fd_sc_hd__o31ai_1	2	2
-- per-layer routing --
metal / up-vias / share of wire [%] / track usage [%]
met5: - / 0 / 0
met4: 0 / 1.3 / 1.32
met3: 4 / 6.6 / 1.49
met2: 35 / 47 / 11.2
met1: 688 / 45 / 9.69
li1: 747 / - / -
-- logic make-up (layout without fill, tap and decap cells) --
kind of cell	count (synthesis)	after routing	synth area share [%]
buf+inv	13	55	5.02
flops	37	37	45.1
compound gates	29	29	10.0
simple gates	92	92	33.3
xor+xnor	11	11	5.86
fa+ha+maj	1	1	0.761
-- worst register-to-register path: stages, from the launching register on --
cell and delay (ns):
sky130_fd_sc_hd__dfxtp_1 0.50, sky130_fd_sc_hd__and4_1 0.35, sky130_fd_sc_hd__nand4_2 0.25, sky130_fd_sc_hd__or3_1 0.37, sky130_fd_sc_hd__a21oi_1 0.14
-- flip-flops by register name, summed over array words and instances, names as in the netlist --
| register | cells |
|---|---|
| counter2 | 25 |
| state | 12 |
-- path summary, 6_finish.rpt --
| kind | end | from | slack, ns |
|---|---|---|---|
| hold reg to reg | counter2[24]$_SDFF_PN0_ | counter2[24]$_SDFF_PN0_ | 0.50 |
| setup reg to reg | counter2[22]$_SDFF_PN0_ | counter2[11]$_SDFF_PN0_ | 1.64 |
| hold / removal | counter2[24]$_SDFF_PN0_ | counter2[24]$_SDFF_PN0_ | 0.50 |
| setup / recovery | row2 | state[2]$_DFF_P_ | 0.47 |
Power figures rest on the tool's default switching activity, not on a simulated workload.
