### flow/run.sh
#!/bin/bash
# OpenROAD 26Q1-2900-gdf79404cd8, Yosys 0.63+post, stock flow scripts
make -C /OpenROAD-flow-scripts/flow DESIGN_CONFIG=/design/flow/config.mk WORK_HOME=/design/flow/orfs finish
### flow/config.mk
export PLATFORM = sky130hd
export DESIGN_NAME = selector_checker
export DESIGN_NICKNAME = selector_checker
export VERILOG_FILES = /design/flow/design.v
export SDC_FILE = /design/flow/constraint.sdc
export NUM_CORES = 4
export LEC_CHECK = 1
export CORE_UTILIZATION = 30
### flow/constraint.sdc
current_design selector_checker

set clk_period 3.9
set clk_io_pct 0.2

create_clock -name clk0 -period $clk_period [get_ports {clk}]

set non_clock_inputs [all_inputs -no_clocks]
set_input_delay [expr $clk_period * $clk_io_pct] -clock clk0 $non_clock_inputs
set_output_delay [expr $clk_period * $clk_io_pct] -clock clk0 [all_outputs]
### flow/design.v
module selector_checker(input logic clk, 
				output logic selector1, selector2);
	logic led_state = 1;
	logic [24:0] counter = 0;
	always_ff @(posedge clk)
		begin
			if(counter != 100) counter <= counter + 1;
			else if (counter == 100 & selector1 == 0) 
				begin 
					led_state <= 1;
					counter <= 0;
				end
			else if (counter == 100 & selector1 == 1) 
				begin 
					led_state <= 0;
					counter <= 0;
				end
		end
	assign selector1 = led_state;
	assign selector2 = ~led_state;
endmodule
==> flow_summary_export.csv <==
group,metric,value,unit
yosys,aoi_share,0,
die,io_pins,3,
worst_setup_path,cp_data_required_time,3120,ps
route,dr.pass1.iters,4,
hold_path,hold_depth,1,
global_routing,grt_pass1_wl,3.55,mm
layout,layout_top_cell,"edfxtp_1",
sta,setup_violations,0,
run,log.warning_count,26,
clocking,cts_setup_buffers,0,
layout,area_growth,14.4,%
clocking,cts_root_buffer,"clkbuf_8",
yosys,yosysWarnings,1,
sta,min_period,1970,ps
worst_setup_path,cp-start-kind,"flip-flop",
global_routing,grt_max_degree,15,
yosys,ys_cells,112,
yosys,ys_chip_area,1400,µm²
sta,period_used_share,0.505,
clocking,clock_latency,260,ps
yosys,synthAdderAreaFrac,0.0178,
worst_setup_path,reg2reg_depth,6,
place,io_buffers,2,
route,n_antenna_cell,0,
yosys,syn_area_per_cell,12.5,µm²
sta,finClkSkew,2.91,ps
yosys,syn-cell-area,1400,µm²
place,dp_hpwl,1.54,mm
yosys,topCombFamilyByArea,"simple AND/OR/NAND/NOR gates",
worst_setup_path,worst_ep_arrival_time,1190,ps
yosys,simple_gate_share,0.255,
clocking,cts.sinks,26,
clocking,cts_made_buffers,3,
worst_setup_path,crit_fanout,3,
layout,drive_gt1_frac,0.0643,
global_routing,grt.overflow.total,0,
sta,max_freq,508,MHz
route,wl_per_cell,10.6,µm
yosys,synth_cell_types,24,
global_routing,grt_pass1_vias,817,
power,p_leak,0.577,nW
global_routing,antenna_found_initial,0,
yosys,largest_area_cell,"edfxtp_1",
sta,rsz0062_at_grt,"no",
route,ant_nets,0,
clocking,cts.repair.resized,0,
power,ir_drop,0.173,mV
route,drt_wl_total,2.03,mm
die,fp_util,0.318,
route,drc_errors,0,
route,drt-initial-drc-count,36,
die,die_h,70.4,µm
die,chipArea,4950,µm²
yosys,synth_top_area_share,0.557,
sta,drv_slew,0,
yosys,ys_seq_frac,0.557,
clocking,holdBufCountCts,0,
hold_path,hold_class,"reg -> reg",
run,drv_cap,0,
status,outcome,"finished, final reports clean",
global_routing,grt_usage,0.0923,
worst_setup_path,crit_type,"reg -> out",
sta,setup_tns,0,ps
die,rows,24,
place,gp_congestion,0.805,
sta,whs,593,ps
yosys,xor_area_frac,0.144,
clocking,htreeDepth,1,
yosys,ys.flops,26,
route,avgViaCountPerCell,4.56,
clocking,cts_tree,"yes",
route,vias,875,
yosys,postSynthCellCount,112,
power,power.density,337,nW/µm²
clocking,cts_buffer_depth,2,
yosys,ys_sh_mux,0,
sta,hold_violations,0,
die,coreArea,4410,µm²
yosys,topCellsByArea,"edfxtp_1, xnor2_1, xor2_1, nand4_1, nand3_1",
die,die_width,70.4,µm
clocking,clkSlewWorstSetupHoldPaths,90,ps
worst_setup_path,crit_path_end_kind,"output pin",
layout,final_cell_mix,"edfxtp_1, conb_1, xnor2_1, nand3_1, nor2_1",
-- registers in the layout, summed over array words and instances, names as in the netlist --
signal and count:
led_state 1, counter 25
-- logic make-up after synthesis --
family | after synthesis
other cells | 1
buf+inv | 6
xor+xnor | 23
flops | 26
fa+ha+maj | 2
simple gates | 54
-- Yosys cell counts, drive strengths merged --
cell     number
buf           2
nor4          4
nor2b         1
nor2         12
nand3        11
ha            2
and4          5
nand4bb       1
nor3          2
nand4         9
edfxtp       26
conb          1
xor2          7
and3          3
xnor2        16
inv           4
nand2         4
nor4b         2
-- final cells by class --
cell class | count | area (µm²)
Tap cell | 52 | 65.1
Clock buffer | 3 | 41.3
Timing Repair Buffer | 2 | 20.0
Clock inverter | 1 | 3.75
Inverter | 4 | 15.0
Multi-Input combinational cell | 104 | 678
Fill cell | 409 | 2810
Sequential cell | 26 | 781
-- path summary, 6_finish.rpt --
check / end / slack (ps) / start
max: selector2 / 1930 / led_state
min: led_state / 590 / led_state
max reg2reg: counter[2] / 2020 / counter[0]
min reg2reg: led_state / 590 / led_state
-- critical path, stage by stage (launching register included) --
cell             delay, ps
edfxtp_1               410
inv_1                   70
clkdlybuf4s50_1        450
-- per-layer routing --
layer | track usage | up-vias | wire length [µm]
met4 | 0.0133 | 0 | 19
li1 | - | 446 | -
met5 | 0 | - | 0
met1 | 0.154 | 407 | 1020
met3 | 0.0219 | 2 | 103
met2 | 0.132 | 20 | 892
-- report_power, final --
| group | internal [mW] | total, mW | leakage (nW) | switching, mW |
|---|---|---|---|---|
| registers | 0.331 | 0.353 | 0.256 | 0.0219 |
| logic | 0.0180 | 0.0389 | 0.297 | 0.0209 |
| clock network | 0.0704 | 0.150 | 0.0231 | 0.0794 |
| total | 0.419 | 0.541 | 0.577 | 0.122 |
-- stage by stage --
stage / cells / instance area [µm²] / total power [mW] / utilization / worst slack [ps]
finish: 192 / 1600 / 0.541 / 0.363 / 1930
CTS: 192 / 1600 / 0.547 / 0.363 / 1910
floorplan: 136 / 1490 / 0.388 / - / 2300
detailed placement: 188 / 1560 / 0.397 / 0.353 / 2010
global placement: 188 / 1560 / 0.396 / 0.353 / 2070
global route: 192 / 1600 / 0.568 / 0.363 / 1840
Power figures rest on the tool's default switching activity, not on a simulated workload.
